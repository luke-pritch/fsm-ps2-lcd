==> design/flow/design.v <==
`timescale 1ns/100ps
`default_nettype none
module PS2_controller (
	input logic Clock_50,
	input logic Resetn,
	input logic PS2_clock,
	input logic PS2_data,
	output logic [7:0] PS2_code,
	output logic PS2_code_ready,
	output logic PS2_make_code		
);
enum logic [1:0] {
	S_PS2_IDLE,
	S_PS2_ASSEMBLE_CODE,
	S_PS2_PARITY,
	S_PS2_STOP
} PS2_state;
logic PS2_clock_sync, PS2_clock_buf;
logic [7:0] PS2_shift_reg;
logic [2:0] PS2_bit_count;
logic PS2_parity;
always_ff @ (posedge Clock_50 or negedge Resetn) begin
	if (Resetn == 1'b0) begin
		PS2_clock_buf <= 1'b0;		
		PS2_clock_sync <= 1'b0;		
		PS2_state <= S_PS2_IDLE;
		PS2_bit_count <= 3'd0;
		PS2_code_ready <= 1'b0;
		PS2_code <= 8'd0;
		PS2_parity <= 1'b0;
		PS2_make_code <= 1'b0;
		PS2_shift_reg <= 8'd0;		
	end else begin
		PS2_clock_sync <= PS2_clock;
		PS2_clock_buf <= PS2_clock_sync;
		if (PS2_clock_sync && ~PS2_clock_buf) begin	
			case (PS2_state)
			S_PS2_IDLE: begin
				if (PS2_data == 1'b0) begin
					PS2_state <= S_PS2_ASSEMBLE_CODE;
					PS2_shift_reg <= 8'd0;
					PS2_bit_count <= 3'd0;
					PS2_code_ready <= 1'b0;		
				end
			end
			S_PS2_ASSEMBLE_CODE: begin
				PS2_shift_reg <= {PS2_data, PS2_shift_reg[7:1]};		
				if (PS2_bit_count < 3'd7) begin
					PS2_bit_count <= PS2_bit_count + 3'd1;
				end else begin
					PS2_state <= S_PS2_PARITY;
				end
			end
			S_PS2_PARITY: begin
				PS2_parity <= PS2_data;
				PS2_state <= S_PS2_STOP;			
			end
			S_PS2_STOP: begin
				if (PS2_data == 1'b1) begin
					if (PS2_code == 8'hF0 || PS2_shift_reg == 8'hF0) 
						PS2_make_code <= 1'b0;
					else 
						PS2_make_code <= 1'b1;
					PS2_code <= PS2_shift_reg;
					PS2_code_ready <= 1'b1;
				end
				PS2_state <= S_PS2_IDLE;
			end
			default: PS2_state <= S_PS2_IDLE;
			endcase
		end
	end
end
endmodule
==> design/flow/run.sh <==
#!/bin/bash
# OpenROAD 26Q1-2900-gdf79404cd8, Yosys 0.63+post, stock flow scripts
make -C /OpenROAD-flow-scripts/flow DESIGN_CONFIG=/design/flow/config.mk WORK_HOME=/design/flow/orfs finish
==> design/flow/config.mk <==
export PLATFORM = sky130hd
export DESIGN_NAME = PS2_controller
export DESIGN_NICKNAME = PS2_controller
export VERILOG_FILES = /design/flow/design.v
export SDC_FILE = /design/flow/constraint.sdc
export NUM_CORES = 4
export LEC_CHECK = 1
export CORE_AREA = 10 10 100 100
export DIE_AREA = 0 0 110 110
==> design/flow/constraint.sdc <==
current_design PS2_controller

set clk_period 2.5
set clk_io_pct 0.2

create_clock -name clk0 -period $clk_period [get_ports {Clock_50}]

set non_clock_inputs [all_inputs -no_clocks]
set_input_delay [expr $clk_period * $clk_io_pct] -clock clk0 $non_clock_inputs
set_output_delay [expr $clk_period * $clk_io_pct] -clock clk0 [all_outputs]
==> impl_metrics.json <==
{
  "arrival_ns": 1.87,
  "ios": 14,
  "met1_usage_pct": 5.10,
  "seqPwrFrac_pct": 53.6,
  "cp_max_fo": 11,
  "cts_tree": "built",
  "finalCritPeriodShare_pct": 68.0,
  "grt_pass1_vias": 703,
  "status": "finished, final reports clean",
  "whs_ns": 0.484,
  "cap_violations": 0,
  "h-tree-depth": 1,
  "power.internal_w": 0.000948,
  "crit_family": "buffers and inverters",
  "cts_resized": 0,
  "yosys.area.top_type_share_pct": 57.4,
  "coreArea_um2": 7810,
  "cp.required_ns": 2.66,
  "drv_slew": 0,
  "crit_slowest_cell": "clkdlybuf4s50_1",
  "synth.area.top_cells": "dfrtp_1, mux2_2, a22o_2",
  "drive_gt1_share_pct": 28.4,
  "pwr_density_cell_nw_per_um2": 947,
  "setup_viol": 0,
  "critPathKind": "in -> reg",
  "leakage_nw": 0.616,
  "warnings": 25,
  "clk_pin_slew_ns": 0.09,
  "firstDrtPassIters": 4,
  "top_area_cell": "dfrtp_1",
  "wl_per_cell_um": 10.1,
  "worstPathCellList": "clkdlybuf4s50_1 > nand2_1 > o211ai_2 > mux2_2",
  "die.size.y_um": 110,
  "skew_ns": 0.00191,
  "ys_seq_share_pct": 59.7,
  "port_buffers": 13,
  "chip_area_um2": 12100,
  "crit_path_end_kind": "flip-flop",
  "totalWireLength_mm": 2.06,
  "p_comb_share_pct": 27.9,
  "syn_avg_cell_area_um2": 13.2,
  "antenna_left": 0,
  "drt_iter0_drc": 16,
  "r2r_slack_ns": 1.06,
  "antenna_found_initial": 0,
  "vias_per_cell": 3.49,
  "fmax_mhz": 588,
  "nFillCells": 850,
  "cts_root_buf": "clkbuf_8",
  "cts_buffers": 3,
  "grt_pass1_wl_mm": 3.54,
  "clock_path_buffers": 2,
  "vias": 712,
  "fp_util_pct": 14.5,
  "synth_cell_type_count": 28,
  "num_antenna_cells": 0,
  "cts_setup_buffers": 0,
  "yosys-stat-cells": 86,
  "cts_num_sinks": 27,
  "ys.flops": 27,
  "start_kind": "input pin",
  "yosys_area_um2": 1130,
  "die_w_um": 110,
  "gr-usage-met2_pct": 5.29,
  "rsz0062_at_grt": "false",
  "crit_buf_inv": 1,
  "hold_viol": 0,
  "cp_slowest_stage_delay_ns": 0.60,
  "grt_max_degree": 28,
  "gp_congestion": 0.741,
  "clock_latency_ns": 0.27,
  "p_sw_share_pct": 30.1,
  "met3_usage_pct": 1.29,
  "row_count": 32,
  "drc_errors": 0,
  "min_path_type": "reg -> reg",
  "synthCells": 86,
  "logic_area_um2": 422,
  "yosysWarnings": 1,
  "clkPwrFrac_pct": 18.5,
  "slew-limit-headroom_pct": 62.9,
  "layout_min_cycle_time_ns": 1.70,
  "grt.total_usage_pct": 3.55,
  "grt.overflow.total": 0,
  "p_sw_w": 0.000408,
  "syn_area_um2": 1130,
  "busiest_layer": "met2",
  "area_delta_synth_final_pct": 26.3,
  "tightest_slew_ns": 0.555,
  "max-vdd-ir-drop_mv": 0.272,
  "tns_ns": 0,
  "seq_area_um2": 677,
  "cts_hold_buf": 0,
  "dp_hpwl_mm": 1.52
}
-- placed cells by master, fill, tap and decap left out, drive strengths merged, types with 2 or more instances in the layout --
cell,count
clkdlybuf4s50,13
clkbuf,3
a22o,8
inv,5
mux2,10
nor2,2
nand4bb,2
a31oi,2
o21ai,3
nand2,8
dfrtp,26
a21oi,3
-- worst reg2reg max path: stages, from the launching register on --
cell,delay (ns)
dfrtp_1,0.44
o211ai_2,0.50
mux2_2,0.39
-- layout make-up --
class,instances,share of cell area [%]
sequential,27,47.3
multi-input combinational,52,29.5
timing repair buffer,14,9.62
tap,102,8.92
clock buffer,3,2.88
inverter,5,1.31
clock inverter,1,0.524
-- synth_stat cells --
cell       count
nand2_1        8
a21oi_1        3
a2bb2oi_1      1
dfrtp_1       26
mux2_4         1
nand4bb_1      2
o31ai_1        1
and3_2         1
o211ai_2       1
a22o_2         8
nor2_1         2
buf_2          1
or4_1          1
nor4_1         1
nand3_1        1
o2111ai_1      1
o22ai_1        1
nand4b_2       1
mux2_2         9
buf_6          1
dfstp_2        1
or2b_2         1
and2b_4        1
a31oi_1        2
nand4_1        1
ha_1           1
inv_1          5
o21ai_0        3
-- power groups by stage --
| stage | clock, W | sequential (W) | combinational, W |
|---|---|---|---|
| finish | 0.000250 | 0.000727 | 0.000378 |
| global route | 0.000276 | 0.000758 | 0.000428 |
| CTS | 0.000260 | 0.000728 | 0.000388 |
-- per-layer routing --
metal  share of wire (%)  up-vias
met3                 7.3        2
li1                    -      353
met2                  45       12
met5                   0        -
met4                0.15        0
met1                  47      345
-- cells by family (layout without fill, tap and decap cells) --
logic type	after synthesis	count (layout)	synth area share, %
AND-OR/OR-AND	21	21	14.7
adder cells (fa/ha/maj)	1	1	1.10
buffers and inverters	7	23	3.09
flip-flops	27	27	59.7
multiplexers	10	10	10.3
AND/OR/NAND/NOR	20	20	11.1
-- worst paths after layout --
kind / cells past startpoint / end / from
hold / removal: 0 / PS2_clock_buf / PS2_clock_sync
setup / recovery: 4 / PS2_bit_count[0] / PS2_data
setup reg to reg: 2 / PS2_bit_count[0] / PS2_state[2]
max in group asynchronous: 2 / PS2_state[0] / Resetn
hold reg to reg: 0 / PS2_clock_buf / PS2_clock_sync
min in group asynchronous: 2 / PS2_code[5] / Resetn
-- per-stage QoR --
step                      std cells  total power [W]  worst slack, ns  util (%)  cell area (um2)
after floorplan                  86         0.000946             1.20         -             1130
after detailed placement        200          0.00112            0.510      17.7             1380
after CTS                       204          0.00138            0.800      18.3             1430
after global routing            204          0.00146            0.737      18.3             1430
after global placement          200          0.00111            0.541      17.7             1380
final                           204          0.00136            0.799      18.3             1430
Power figures rest on the tool's default switching activity, not on a simulated workload.
