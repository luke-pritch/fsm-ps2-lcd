==> ./design.v <==
`timescale 1ns/100ps
`default_nettype none
module LCD_controller (
	input logic Clock_50,
	input logic Resetn,
	input logic LCD_start,
	input logic [8:0] LCD_instruction,
	output logic LCD_done,
	output logic LCD_power,
	output logic LCD_back_light,
	output logic LCD_read_write,
	output logic LCD_enable,
	output logic LCD_command_data_select,
	output [7:0] LCD_data_io
);
parameter	CLK_DIVIDE	=	16;
enum logic [2:0] {
	S_LCD_IDLE,
	S_LCD_START_DELAY,
	S_LCD_ENABLE,
	S_LCD_DELAY_ENABLE,
	S_LCD_NOT_ENABLE,
	S_LCD_DELAY,
	S_LCD_DONE
} LCD_state;
logic Start_buf;
logic [4:0] LCD_enable_delay;
logic [17:0] LCD_delay;
assign LCD_power               = 1'b1;
assign LCD_back_light          = 1'b1;
assign LCD_data_io             = LCD_instruction[7:0]; 
assign LCD_read_write          = 1'b0;
assign LCD_command_data_select = LCD_instruction[8];
always@(posedge Clock_50 or negedge Resetn)
begin
	if(!Resetn)	begin
		LCD_done <= 1'b0;
		LCD_enable <= 1'b0;
		Start_buf <= 1'b0;
		LCD_state <= S_LCD_IDLE;
		LCD_enable_delay <= 5'd0;
		LCD_delay <= 18'd0;
	end	else begin
		Start_buf <= LCD_start;
		case (LCD_state)
		S_LCD_IDLE: begin
			if(LCD_start && ~Start_buf) begin
				LCD_state <= S_LCD_START_DELAY;
				LCD_done <= 1'b0;
				LCD_enable_delay <= 5'd0;
			end
		end
		S_LCD_START_DELAY: begin
			LCD_state <= S_LCD_ENABLE;
		end
		S_LCD_ENABLE: begin
			LCD_enable <= 1'b1;
			LCD_state <= S_LCD_DELAY_ENABLE;
		end
		S_LCD_DELAY_ENABLE: begin
			if (LCD_enable_delay < CLK_DIVIDE) begin
				LCD_enable_delay <= LCD_enable_delay + 5'd1;
			end else begin
				LCD_state <= S_LCD_NOT_ENABLE;
			end
		end
		S_LCD_NOT_ENABLE: begin
			LCD_enable <= 1'b0;
			LCD_state <= S_LCD_DELAY;
		end
		S_LCD_DELAY: begin
			if (LCD_delay < 18'h3FFFE) begin
				LCD_delay <= LCD_delay + 18'd1;
			end else begin
				LCD_delay <= 18'd0;
				LCD_state <= S_LCD_DONE;
			end
		end
		S_LCD_DONE: begin
			LCD_done <= 1'b1;
			LCD_state <= S_LCD_IDLE;
		end
		default: LCD_state <= S_LCD_IDLE;
		endcase
	end
end
endmodule
==> ./run.sh <==
#!/bin/bash
# OpenROAD 26Q1-2900-gdf79404cd8, Yosys 0.63+post, stock flow scripts
make -C /OpenROAD-flow-scripts/flow DESIGN_CONFIG=/design/flow/config.mk WORK_HOME=/design/flow/orfs finish
==> ./config.mk <==
export PLATFORM = sky130hd
export DESIGN_NAME = LCD_controller
export DESIGN_NICKNAME = LCD_controller
export VERILOG_FILES = /design/flow/design.v
export SDC_FILE = /design/flow/constraint.sdc
export NUM_CORES = 4
export LEC_CHECK = 1
export CORE_AREA = 10 10 102 102
export DIE_AREA = 0 0 112 112
==> ./constraint.sdc <==
current_design LCD_controller

set clk_period 2.7
set clk_io_pct 0.2

create_clock -name clk0 -period $clk_period [get_ports {Clock_50}]

set non_clock_inputs [all_inputs -no_clocks]
set_input_delay [expr $clk_period * $clk_io_pct] -clock clk0 $non_clock_inputs
set_output_delay [expr $clk_period * $clk_io_pct] -clock clk0 [all_outputs]
==> results.json <==
{
  "timing.rr.start": "LCD_delay[8]",
  "clockBufferDepth": 2,
  "warnings": 25,
  "post_cts_buffers": 0,
  "synth_async_sr_flop_share": 1.00,
  "std_cell_rows": 33,
  "fin_crit_sh": 0.681,
  "grt_use_total": 0.0462,
  "met2_length_um": 1290,
  "outcome": "complete, no violations",
  "fin_tns_setup_ps": 0,
  "layout-drive-gt1-share": 0.166,
  "ant_nets": 0,
  "antenna_found_initial": 0,
  "grt_max_degree": 34,
  "ff_type": "dfrtp_1",
  "drv_cap": 0,
  "numCtsBuffers": 5,
  "path_cells": "and4_1, nand2_2, nor4_4, buf_4, nor2_2",
  "tightest_slew_ps": 615,
  "yosys-stat-area_um2": 1690,
  "max-vdd-ir-drop_v": 0.000219,
  "dr.pass1.iters": 4,
  "cts_root_buf": "clkbuf_8",
  "met3_length_um": 111,
  "ys_ff": 33,
  "routed.top_layer": "met4",
  "wl_um": 2940,
  "core_area_um2": 8220,
  "critPathKind": "reg -> reg",
  "cp_top_family": "simple AND/OR/NAND/NOR gates",
  "timing.critical_path.from": "LCD_delay[8]",
  "hold_path_class": "reg -> reg",
  "crit_fanout": 9,
  "cellPowerDensity_nw_per_um2": 683,
  "syn_inst": 161,
  "grt_pass1_vias": 1087,
  "clock_skew_ps": 5.56,
  "synth_area_um2": 1690,
  "vias": 1101,
  "top_area_cell": "dfrtp_1",
  "cts_tree": "yes",
  "worst_ep_arrival_time_ps": 2010,
  "ys_cells": 161,
  "insertion_delay_ps": 280,
  "drt-met1-wl_um": 1470,
  "port_buffers": 4,
  "edf_count": 0,
  "hp-start": "LCD_state[4]",
  "min_period_ps": 1840,
  "fp_util": 0.206,
  "fp.dieArea_um2": 12500,
  "top_cells_by_area": "dfrtp_1, xnor2_1, buf_4",
  "finalSetupViolations": 0,
  "syn_avg_cell_area_um2": 10.5,
  "ctsHoldBuffers": 0,
  "p_leak_nw": 0.781,
  "yosys.stat.seqShare": 0.489,
  "h-tree-depth": 2,
  "hpwl_um": 2010,
  "yosysTopAreaCellShare": 0.473,
  "syn_to_final_growth_pct": 13.2,
  "synth_cell_types": 40,
  "crit_buf_inv": 1,
  "rsz0062_at_grt": "no",
  "clock.fmax_mhz": 544,
  "wl_per_cell_um": 11.0,
  "via_per_inst": 4.11,
  "clock-sinks": 33,
  "totalPowerFinal_mw": 1.31,
  "drcViolationCount": 0,
  "endpoint_kind": "flip-flop",
  "gp_congestion": 0.802,
  "ios": 26,
  "maxSlewHeadroom": 0.587,
  "drt_iter0_markers": 70,
  "max_stage_delay_ps": 580,
  "ys.warnings.count": 1,
  "grt_overflow_total": 0,
  "ctsResizeCount": 0,
  "grt_pass1_wl_um": 5110,
  "diodes": 0,
  "final_max_slew_viol_count": 0,
  "clkTransAtPathRegs_ps": 70,
  "cp_data_required_time_ps": 2870,
  "die_y_um": 112,
  "cp_slowest_cell": "nor4_4",
  "cp-start-kind": "flip-flop",
  "hold_viol": 0,
  "die_x_um": 112
}
==> state kept, by name (all words and copies together), names as in the netlist <==
| signal | cells |
|---|---|
| LCD_delay | 18 |
| LCD_state | 7 |
| LCD_enable_delay | 5 |
| LCD_done | 1 |
| LCD_enable | 1 |
| Start_buf | 1 |
==> layout by cell type, fill, tap and decap left out, types with 2 or more instances in the layout <==
cell type         n
dfrtp_1          32
nor2_1           11
xnor2_1          11
nand2_1          10
nor2_2            9
inv_1             7
nor3_1            7
a21oi_1           7
nand3_1           6
clkbuf_8          5
nand4_1           4
o2bb2ai_1         4
clkdlybuf4s50_1   4
and4_1            3
nor4_1            3
conb_1            3
nor4_4            2
nand2b_1          2
mux2i_1           2
o21ai_0           2
nand4_2           2
o31ai_1           2
xor2_1            2
ha_1              2
bufinv_16         2
buf_4             2
==> synth_stat cells (3+ instances only) <==
library cell and count:
buf_4 12, o2bb2ai_1 4, nand3_1 6, dfrtp_1 32
and4_1 3, nand4_1 4, nor4_1 3, xnor2_1 11
nor2_2 9, nor3_1 7, nand2_1 10, nor2_1 11
inv_1 7, a21oi_1 7
==> report_power, final <==
group	switching [mW]	leakage, nW	internal [mW]
clock	0.182	0.0681	0.367
sequential	0.0804	0.430	0.541
combinational	0.0772	0.282	0.0606
total	0.340	0.781	0.968
==> through the flow <==
stage	hold slack, ps	setup WS [ps]	instances	util	area, um^2
6_report	351	860	268	0.233	1910
5_1_grt	362	758	268	0.233	1910
4_1_cts	353	853	268	0.233	1910
3_5_place_dp	337	802	260	0.217	1780
3_3_place_gp	334	847	260	0.217	1780
2_1_floorplan	244	1250	162	-	1700
==> cell families after synthesis <==
kind of cell,count (synthesis),synth area share
other,2,0.00444
flip-flops,33,0.489
multiplexers,3,0.0185
adder cells (fa/ha/maj),2,0.0148
AND/OR/NAND/NOR,64,0.234
AND-OR/OR-AND,24,0.0962
XOR/XNOR,13,0.0673
buffers and inverters,20,0.0754
==> final timing paths <==
check | endpoint | slack, ps | depth (start not counted)
min in group asynchronous | LCD_delay[14] | 660 | 2
worst min register to register | LCD_state[2] | 350 | 0
worst max register to register | LCD_delay[8] | 860 | 5
worst max-delay path | LCD_delay[8] | 860 | 5
max in group asynchronous | LCD_state[0] | 1710 | 2
worst min-delay path | LCD_state[2] | 350 | 0
==> metal layers <==
layer / global-route usage / vias up
met1: 0.0638 / 522
met4: 0.0102 / 0
met2: 0.0723 / 17
li1: - / 555
met3: 0.0109 / 7
met5: 0 / -
==> layout make-up <==
class | instances | area, um^2
fill | 832 | 6300
sequential | 33 | 827
multi-input combinational | 109 | 741
tap | 105 | 131
clock buffer | 5 | 68.8
clock inverter | 3 | 65.1
timing repair buffer | 6 | 55.1
inverter | 7 | 26.3
Power figures rest on the tool's default switching activity, not on a simulated workload.
